`./run.sh`:
```
#!/bin/bash
# OpenROAD 26Q1-2900-gdf79404cd8, Yosys 0.63+post, stock flow scripts
make -C /OpenROAD-flow-scripts/flow DESIGN_CONFIG=/design/flow/config.mk WORK_HOME=/design/flow/orfs finish
```
`./config.mk`:
```
export PLATFORM = sky130hd
export DESIGN_NAME = Main
export DESIGN_NICKNAME = Main
export VERILOG_FILES = /design/flow/design.v
export SDC_FILE = /design/flow/constraint.sdc
export NUM_CORES = 4
export LEC_CHECK = 1
export CORE_UTILIZATION = 30
```
`./constraint.sdc`:
```
current_design Main

set clk_period 2.4
set clk_io_pct 0.2

create_clock -name clk0 -period $clk_period [get_ports {clk}]

set non_clock_inputs [all_inputs -no_clocks]
set_input_delay [expr $clk_period * $clk_io_pct] -clock clk0 $non_clock_inputs
set_output_delay [expr $clk_period * $clk_io_pct] -clock clk0 [all_outputs]
```
`./design.v`:
```
`timescale 1ns / 1ps
module Contador(
    input wire clk,
    input wire reset,
    output reg [4:0] count_out
    );
always @(negedge clk)
if (reset) begin
  count_out <= 5'b0 ;
end else begin
  count_out <= count_out + 1;
end
endmodule
`timescale 1ns / 1ps
module Control_AD(
    input wire [2:0] state,
	 input wire flag_z,
	 input wire clk,
	 input wire reset,
	 input wire [4:0] tiempos,
    inout [7:0] data,
	 output reg escritura,
	 output reg [47:0] info
    );
parameter 	init = 4'b0000;
parameter 	tran_Z_E = 3'b000, alta_imp  = 3'b001, envio_dir = 3'b010, tran_E_Z = 3'b011,
				leer = 3'b100, escribir = 3'b101, alta_imp_final = 3'b111;
wire [7:0] rom_data;
reg [7:0] WriteData;   
reg [7:0] dato_ent;
reg [3:0] num_paso;
reg state_reg;
assign data = (flag_z) ? 8'bz : WriteData;
always@(posedge clk) begin    
dato_ent <= data;
case(state)
		tran_Z_E:
			begin
				WriteData <= rom_data;
			end
		envio_dir:
			begin
				WriteData <= rom_data;
			end
		tran_E_Z:
			begin
				WriteData <= rom_data;
			end
		alta_imp:
			begin
				WriteData <= rom_data;
			end
		leer:
			begin
				WriteData <= rom_data;
				if ((num_paso == 4)&&(tiempos == 25)) begin
					info[31:24] <= dato_ent;
				end
				else if ((num_paso == 5)&&(tiempos == 25)) begin
					info[39:32] <= dato_ent;
				end
				else if ((num_paso == 6)&&(tiempos == 25)) begin
					info[47:40] <= dato_ent;
				end
				else if ((num_paso == 7)&&(tiempos == 25)) begin
					info[23:16] <= dato_ent;
				end
				else if ((num_paso == 8)&&(tiempos == 25)) begin
					info[15:8] <= dato_ent;
				end
				else if ((num_paso == 9)&&(tiempos == 25)) begin
					info[7:0] <= dato_ent;
				end
				else begin
					info <= info;
				end
			end
		escribir:
			begin 	
				if (num_paso == 0) begin
					WriteData <= 8'h10;
				end
				else if (num_paso == 1) begin
					WriteData <= 8'h00;
				end
				else begin
					WriteData <= 8'hd2;
				end
			end
		alta_imp_final:
			begin
				if (num_paso == 0) begin
					WriteData <= 8'h10;
				end
				else if (num_paso == 1) begin
					WriteData <= 8'h00;
				end
				else if (num_paso == 2) begin
					WriteData <= 8'hd2;
				end
				else if (num_paso == 8)begin
					WriteData <= rom_data;
				end
				else begin
					WriteData <= rom_data;
				end
			end
		default:
			begin
				WriteData <= rom_data;
			end
	endcase
if ((num_paso == 0)||(num_paso == 1)||(num_paso == 2)) begin
	escritura <= 1;
end
else begin
	escritura <= 0;
end
if (state == 0) begin
	state_reg <= 1;
end
else begin
	state_reg <= 0;
end
end
always @(posedge state_reg or posedge reset) begin
	if (reset == 1'b1) begin
		num_paso <= 4'b1111;
	end
	else if (num_paso == 9)begin
		num_paso <= 4'b0011;
	end
	else begin
		num_paso <= num_paso + 1;
	end
end
rom ROM (
    .dir(num_paso), 
    .data(rom_data)
    );
endmodule
`timescale 1ns / 1ps
module FSM(
	output reg CS,
	output reg RD,
	output reg WR,
	output reg AD,
   output reg [2:0] state,
	output reg flag_z,
	output wire [4:0] tiempos,
   input wire reset,
   input wire clk,
   input wire escritura
    );
parameter 	SIZE = 3, t_dir = 25, t_z = 25, t_leer = 25, t_escribir = 25, t_tran = 5;
parameter 	tran_Z_E = 3'b000, alta_imp  = 3'b001, envio_dir = 3'b010, tran_E_Z = 3'b011,
				leer = 3'b100, escribir = 3'b101, alta_imp_final = 3'b111;
reg reset_tiempos;
always @ (posedge clk)
begin : FSM
if (reset == 1'b1) begin
	state <= #1 alta_imp_final;
	reset_tiempos <= 1;
	CS <= 1;
	RD <= 1;
	WR <= 1;
	AD <= 1;
end else
	case(state)
		tran_Z_E: if (tiempos == t_tran) begin
							state <= #1 envio_dir;
							flag_z <= 1;
							reset_tiempos <= 1;
							CS <= 0;
							RD <= 1;
							WR <= 0;
							AD <= 0;
						end
						else begin
							state <= #1 tran_Z_E;
							flag_z <= 1;
							reset_tiempos <= 0;
							CS <= 1;
							RD <= 1;
							WR <= 1;
							AD <= 0;
						end
		envio_dir: if (tiempos == t_dir-1) begin
							state <= #1 tran_E_Z;
							flag_z <= 0;
							reset_tiempos <= 1;
							CS <= 1;
							RD <= 1;
							WR <= 1;
							AD <= 0;
						end
						else begin
							state <= #1 envio_dir;
							flag_z <= 0;
							reset_tiempos <= 0;
						end
		tran_E_Z: if (tiempos == t_tran) begin
							state <= #1 alta_imp;
							flag_z <= 0;
							reset_tiempos <= 1;
							CS <= 1;
							RD <= 1;
							WR <= 1;
							AD <= 1;
						end
						else begin
							state <= #1 tran_E_Z;
							flag_z <= 0;
							reset_tiempos <= 0;
							CS <= 1;
							RD <= 1;
							WR <= 1;
							AD <= 0;
						end
		alta_imp : 	
						begin
						if ((tiempos == t_z)&&(escritura)) begin
							state <= #1 escribir;
							flag_z <= 1;
							reset_tiempos <= 1;
							CS <= 0;
							RD <= 1;
							WR <= 0;
							AD <= 1;
						end
						else if ((tiempos == t_z)&&(~escritura)) begin
							state <= #1 leer;
							flag_z <= 1;
							reset_tiempos <= 1;
							CS <= 0;
							RD <= 0;
							WR <= 1;
							AD <= 1;
						end
						else begin
							state <= #1 alta_imp;
							reset_tiempos <= 0;
						end
						if (tiempos < t_z-15) begin
							flag_z <= 0;
						end
						else begin
							flag_z <= 1;
						end
						end
		leer : 		if (tiempos == t_leer) begin
							state <= #1 alta_imp_final;
							flag_z <= 1;
							reset_tiempos <= 1;
							CS <= 1;
							RD <= 1;
							WR <= 1;
							AD <= 1;
						end else begin
							state <= #1 leer;
							reset_tiempos <= 0;
							flag_z <= 1;
						end
		escribir : 	if (tiempos == t_escribir) begin
							state <= #1 alta_imp_final;
							flag_z <= 0;
							reset_tiempos <= 1;
							CS <= 1;
							RD <= 1;
							WR <= 1;
							AD <= 1;
						end else begin
							state <= #1 escribir;
							reset_tiempos <= 0;
							flag_z <= 0;
						end
		alta_imp_final: 
						begin
						if (tiempos == t_z-1) begin
							state <= #1 tran_Z_E;
							reset_tiempos <= 1;
							CS <= 1;
							RD <= 1;
							WR <= 1;
							AD <= 0;
						end
						else begin
							state <= #1 alta_imp_final;
							flag_z <= 1;
							reset_tiempos <= 0;
							CS <= 1;
							RD <= 1;
							WR <= 1;
							AD <= 1;
						end
						if (tiempos < t_z-15) begin
							flag_z <= 0;
						end
						else begin
							flag_z <= 1;
						end
						end
		default : state <= #1 alta_imp_final;
endcase
end
Contador cont_tiempos(
    .clk(clk),
    .reset(reset_tiempos),
    .count_out(tiempos)
    );
endmodule
`timescale 1ns / 1ps
module Main(
	output CS,
	output RD,
	output WR,
	output AD,
	inout [7:0] data,
	input wire clk,
	input wire reset,
	output wire [47:0] info
);
wire escritura;
wire flag_z;
wire [2:0] state;
wire [4:0] tiempos;
Control_AD Control_IO(
    .state(state),
    .flag_z(flag_z),
    .clk(clk),
    .reset(reset),
    .data(data),
    .escritura(escritura),
	 .info(info),
	 .tiempos(tiempos)
    );
FSM FSM (
    .CS(CS), 
    .RD(RD), 
    .WR(WR), 
    .AD(AD),
    .state(state), 
    .flag_z(flag_z), 
    .reset(reset), 
    .clk(clk), 
    .escritura(escritura),
	 .tiempos(tiempos)
    );
endmodule
`timescale 1ns / 1ps
module rom(
	input wire [3:0] dir,
	output reg [7:0] data
    );
always @*
	case (dir)
		4'h0: data = 8'h02;
		4'h1: data = 8'h02;
		4'h2: data = 8'h10;
		4'h3: data = 8'hf1;
		4'h4: data = 8'h21;
		4'h5: data = 8'h22;
		4'h6: data = 8'h23;
		4'h7: data = 8'h24;
		4'h8: data = 8'h25;
		4'h9: data = 8'h26;
		4'ha: data = 8'h00;
		4'hb: data = 8'h00;
		4'hc: data = 8'h00;
		4'hd: data = 8'h00;
		4'he: data = 8'h00;
		4'hf: data = 8'h00;
	default: data = 8'h00;
	endcase
endmodule
```
==> results.ini <==
[yosys]
postSynth.topFlopCell = sky130_fd_sc_hd__edfxtp_1
ys_chip_area_um2 = 2740
ys_cells = 212
synthMuxAreaShare_pct = 2.19
post_synth_fa_ha_maj_area_fraction_pct = 4.57
synthAoiAreaFrac_pct = 8.28
synth.yosys.seq_area_share_pct = 66.0
post_synth_xor_area_fraction_pct = 0.960
ys_seq_elements = 71
netlist_area_um2 = 2740
avgSynthCellArea_um2 = 12.9
area_contributors_post_synth = sky130_fd_sc_hd__edfxtp_1, sky130_fd_sc_hd__dfxtp_1, sky130_fd_sc_hd__ha_1
synth_cell_type_count = 46
ys_warn_count = 5
yosysTopAreaCellShare_pct = 39.5
simple_gate_area_share_pct = 11.7
count_of_library_flops_with_an_enable_pin = 36
synth.logic.top_family = simple AND/OR/NAND/NOR gates
synth_top_cell_by_area = sky130_fd_sc_hd__edfxtp_1
synthesis.instances = 212
synth_async_sr_flop_share_pct = 5.63
ranking_of_synthesized_cells_by_instance_count = sky130_fd_sc_hd__edfxtp_1, sky130_fd_sc_hd__dfxtp_1, sky130_fd_sc_hd__nor2_1
synthMostInstantiatedCell = sky130_fd_sc_hd__edfxtp_1

[setup_path]
timing_worst_setup_path_type = reg2reg
critical_path_fanouts_max = 3
crit-reg2reg-launch = FSM.cont_tiempos.count_out[1]
crit_path_cell_trace = inv_2 > ha_4 > and4b_2 > nand2_2 > or4_4 > nor3b_4 > buf_4
crit_start = FSM.cont_tiempos.count_out[1]
crit_path_top_delay_cell = sky130_fd_sc_hd__or4_4
timing.critical_path.from_type = register
cp.required_ns = 2.46
timing.critical_path.arrival_ns = 3.21
critPathCaptureType = register
ff2ff_path_depth = 7
critical_path.reg2reg.endpoint = Control_IO.info[41]
ff2ff_setup_slack_ns = -0.76
max_stage_delay_ns = 0.47

[timing]
max_slew_margin_pct = 62.5
untimed_endpoints = 5
transition_time_of_the_tightest_slew_check_pin_ns = 0.560
setup_slack_ns = -0.758
hold_ws_ns = 0.181
unclocked_pins = 4
grt_setup_unrepaired = true
slew_violations = 0
fin_worst_skew_ns = 0.0465
setup_viol = 46
hold_violations = 0

[die]
die.size.x_um = 97.5
die-area_um2 = 9510
fp_util_pct = 31.2
placeableCoreArea_um2 = 8760
die.size.y_um = 97.5
pin_count = 62
row_count = 34

[finish]
seq_area_um2 = 1810
layout_stage_area_growth_over_the_synthesis_result_pct = 43.9
post_layout_nonfiller_instances = 403
combGateArea_um2 = 980
filler_cell_count = 764
largest_register_ffs = 36
fin_util_pct = 44.9
final_layout_size_suffix_gt1_share_pct = 27.8

[placement]
place.detailed.hpwl_mm = 3.78
dpl.cell_count = 372
gp_congestion = 0.851
placement.io_buffers = 47
dp_worst_setup_slack_ns = -0.772

[global_route]
via_count_of_the_first_global_routing_pass = 1748
globalRouteTotalUtil_pct = 12.0
globalRouteOverflowTotal = 0
antenna_violations_before_repair = 0
grt_start_max_net_pins = 15
grt_first_pass_wirelength_mm = 8.76

[min_path]
hold_path_class = in2reg
timing.hold.worst.start = data[1]
worst_hold_depth = 0
hold-path-endpoint = Control_IO.dato_ent[1]

[route]
drt_iter0_markers = 76
detail-route-antenna-nets = 0
totalWireLength_mm = 5.43
viasPerCell = 4.60
route.detailed.wl_per_inst_um = 13.5
post-route-drc-count = 0
routed_vias = 1854
detail_route.antenna_diodes = 0
drt_pass1_iterations = 4

[power_and_ir_drop]
report.power.total_mw = 2.36
power_leakage_nw = 1.43
power_per_cell_area_nw_per_um2 = 600
maximum_ir_drop_on_the_vdd_rail_uv = 344

[job]
maxCapViolations = 0
warnings = 56

[clocking]
clock.latency.late_pin_ns = 0.38
clock_path_buffers = 2
clock_tree_from_tritoncts = done
cts_max_level = 3
clk_pin_slew_worst_setup_hold_paths_ns = 0.07
numCtsBuffers = 9
clk_root_buffer_cell = sky130_fd_sc_hd__clkbuf_8

[outcome]
status = finished with violations
failed_checks = setup timing

[metal layers]
metal  track usage [%]  part of all wire, %
met2              18.0                   46
met1              17.7                   45
met3              5.05                  8.1
met4             0.792                 0.74
met5                 0                    0
[power by group]
group          leakage [nW]  internal, mW  switching (mW)
clock                 0.139         0.660           0.435
combinational         0.672        0.0288          0.0272
sequential            0.619          1.20         0.00597
[how the worst max path moves through the flow]
stage     slack [ns]             endpoint  cells past startpoint
4_1_cts        -0.75  Control_IO.info[44]                      7
5_1_grt        -0.84  Control_IO.info[44]                      7
6_report       -0.76  Control_IO.info[41]                      7
[cell families (layout without fill, tap and decap cells)]
logic type                 after synthesis  in the layout
and+or+nand+nor                         58             58
adders and majority gates               10             10
AOI/OAI and AO/OA                       34             34
DFF                                     71             71
buffers and inverters                   29            106
other                                    1              7
xor gates and xnor gates                 3              3
muxes                                    6              6
[cell usage in the layout, fill, tap and decap left out, types with 4 or more instances in the layout]
cell type                         instances
sky130_fd_sc_hd__a21oi_1                  5
sky130_fd_sc_hd__buf_4                   20
sky130_fd_sc_hd__buf_6                    9
sky130_fd_sc_hd__clkbuf_8                 9
sky130_fd_sc_hd__clkdlybuf4s50_1         47
sky130_fd_sc_hd__conb_1                   7
sky130_fd_sc_hd__dfstp_2                  4
sky130_fd_sc_hd__dfxtp_1                 29
sky130_fd_sc_hd__edfxtp_1                36
sky130_fd_sc_hd__ha_1                     8
sky130_fd_sc_hd__inv_1                   12
sky130_fd_sc_hd__mux2i_1                  6
sky130_fd_sc_hd__nand2_1                  8
sky130_fd_sc_hd__nand3_1                  4
sky130_fd_sc_hd__nor2_1                  16
sky130_fd_sc_hd__o21ai_0                  5
[worst max-delay path, delay by kind of cell (launching register included)]
kind,cells,cell delay (ns)
simple gates,4,0.99
flops,1,0.31
buf+inv,2,0.21
fa+ha+maj,1,0.12
[what timing repair did]
item                                    in CTS  in global routing
pin swaps                                   12                  7
setup buffers                                9                  5
hold buffers                                 0                  0
endpoints found under the setup margin      48                 48
gates resized                               26                 15
[layout make-up]
cell class,count,share of cell area (%)
inverter,9,0.922
tap,108,3.43
timing repair buffer,76,18.3
clock buffer,11,3.88
multi-input combinational,118,24.9
clock inverter,10,2.51
sequential,71,46.0
[per-stage QoR]
stage	setup TNS [ns]	area, um2
finish	-25.25	3940
floorplan	-22.34	2810
CTS	-22.36	3830
detailed placement	-23.31	3420
global placement	-22.04	3420
global route	-28.80	3940
Power and IR drop assume default switching activity.
