## ./config.mk

```make
export PLATFORM = sky130hd
export DESIGN_NAME = Reg_info
export DESIGN_NICKNAME = Reg_info
export VERILOG_FILES = /design/flow/design.v
export SDC_FILE = /design/flow/constraint.sdc
export NUM_CORES = 4
export LEC_CHECK = 1
export CORE_AREA = 10 10 109 109
export DIE_AREA = 0 0 119 119
```

## ./constraint.sdc

```tcl
current_design Reg_info

set clk_period 1.0
set clk_io_pct 0.2

create_clock -name clk0 -period $clk_period [get_ports {clk}]

set non_clock_inputs [all_inputs -no_clocks]
set_input_delay [expr $clk_period * $clk_io_pct] -clock clk0 $non_clock_inputs
set_output_delay [expr $clk_period * $clk_io_pct] -clock clk0 [all_outputs]
```

## ./design.v

```verilog
`timescale 1ns / 1ps
module Reg_info(
	 input wire clk,
	 input wire clr,
	 input wire estado,
    input wire [47:0] dato_user,
	 input wire [47:0] dato_rtc,
    output reg [47:0] almacenamiento
    );
always @ (posedge clk) begin
	if (clr) begin
		almacenamiento <= 48'b0;
	end
	else if (estado) begin
		almacenamiento <= dato_user;
	end
	else begin
		almacenamiento <= dato_rtc;
	end
end
endmodule
```

## ./run.sh

```bash
#!/bin/bash
# OpenROAD 26Q1-2900-gdf79404cd8, Yosys 0.63+post, stock flow scripts
make -C /OpenROAD-flow-scripts/flow DESIGN_CONFIG=/design/flow/config.mk WORK_HOME=/design/flow/orfs finish
```

==> results.json <==
{
  "status": "finished, final reports clean",
  "path_class": "reg -> out",
  "postCtsSetupRepairBufs": 0,
  "finalCritPeriodShare_pct": 94.2,
  "largest_reg_flops": 48,
  "avgSynthCellArea_sq_um": 11.2,
  "leakagePower_nw": 1.47,
  "flop_cell": "dfxtp_1",
  "postPlaceCellArea_sq_um": 3330,
  "wirelength_mm": 5.74,
  "topCellsByArea": "dfxtp_1 (56%), mux2i_1 (28%), nor2_1 (10%)",
  "top_register": "almacenamiento",
  "p_per_area_nw_per_um2": 1270,
  "die_w_microns": 119,
  "num_antenna_cells": 0,
  "dp_worst_setup_slack_ns": -0.0509,
  "core_sq_um": 9640,
  "async_reset_ff_share_pct": 0,
  "drcViolationCount": 0,
  "cp_slowest_cell": "dfxtp_2",
  "warning_count": 25,
  "finalHoldViolations": 0,
  "startpoint": "almacenamiento[46]",
  "grt_max_degree": 25,
  "ys_seq_share_pct": 55.6,
  "die_y_microns": 119,
  "h-tree-depth": 2,
  "yosysWarnings": 1,
  "clock.fmax_mhz": 1060,
  "dp_cells": 428,
  "tightestPinTransition_ns": 0.142,
  "fin_ws_ns": 0.0583,
  "cpPeakStageDelay_ns": 0.33,
  "grt_remaining_overflow": 0,
  "grt_use_total_pct": 7.63,
  "hold_path.class": "in -> reg",
  "drt_iter0_markers": 47,
  "power_w": 0.00403,
  "vias_per_cell": 3.63,
  "io_pins": 147,
  "port_buffers": 146,
  "ys_area_sq_um": 1730,
  "ys_top_cells_by_count": "dfxtp_1 (48), mux2i_1 (48), nor2_1 (48)",
  "finalCriticalPeriod_ns": 0.942,
  "cts_hold_buf": 0,
  "cp.arrival_ns": 0.74,
  "antenna_left": 0,
  "critPathCapture": "almacenamiento[46]",
  "cp-end-kind": "primary output",
  "hpwl_mm": 4.73,
  "gp_congestion": 0.685,
  "fin_area_sq_um": 3180,
  "yosys_cells": 155,
  "critPathMaxFanout": 1,
  "grt_antenna_before_repair": 0,
  "grt_pass1_vias": 1601,
  "syn2layout_area_growth_pct": 84.1,
  "cp-start-kind": "register",
  "syn_area_sq_um": 1730,
  "fin_setup_tns_ns": 0,
  "clock-sinks": 48,
  "crit_required_ns": 0.80,
  "initCoreUtil_pct": 17.9,
  "yosysTopAreaCellShare_pct": 55.6,
  "drt_pass1_iterations": 4,
  "cts_root_buf": "clkbuf_8",
  "clk_pin_slew_ns": 0.09,
  "num_vias": 1581,
  "path_buffers": 1,
  "max_slew_margin_pct": 90.3,
  "crit_chain": "buf_2",
  "grt_pass1_wl_mm": 8.87,
  "crit_family": "flip-flops",
  "reg_top3": "almacenamiento x48",
  "hold_start": "clr",
  "stdcell_count": 436,
  "syn_inst": 155,
  "final_layout_size_suffix_gt1_share_pct": 21.8,
  "numCtsBuffers": 5,
  "synth_cell_types": 8,
  "setup_viol": 0,
  "cts-resized-gates": 141,
  "edf_count": 0,
  "ir_drop_v": 0.000468,
  "maxCapViolCount": 0,
  "avgRoutedWirePerCell_microns": 13.2,
  "cts_tree": "built",
  "rsz0062_at_grt": "no",
  "slew_violations": 0,
  "clock_path_buffers": 2,
  "numSynthFlops": 48,
  "std_cell_rows": 36,
  "die_area_sq_um": 14200,
  "path_depth": 1,
  "largest_area_cell": "dfxtp_1"
}
## cell type report
class	count	area [sq um]
fill	1043	6460
tap	133	166
timing repair buffer	151	1300
clock buffer	8	90.1
multi-input combinational	96	661
sequential	48	967
## worst min-delay path by stage
stage / to / cells after the start
global route: almacenamiento[46] / 2
finish: almacenamiento[46] / 2
CTS: almacenamiento[46] / 2
## report_power, final
| group | leakage [nW] | switching [W] | internal, W |
|---|---|---|---|
| sequential | 0.401 | 0.0000249 | 0.00204 |
| combinational | 1.03 | 0.000224 | 0.000552 |
| clock | 0.0455 | 0.000627 | 0.000566 |
| total | 1.47 | 0.000876 | 0.00316 |
## logic make-up (layout without fill, tap and decap cells)
kind of cell           count (synthesis)  in the layout  synth area share (%)
buffers and inverters                 11            159                  6.22
AND/OR/NAND/NOR                       48             48                  10.4
multiplexers                          48             48                  27.8
flip-flops                            48             48                  55.6
## metrics by stage
stage	hold WS, ns	utilization, %
finish	0.157	33.0
global route	0.154	33.0
global placement	0.477	34.5
CTS	0.143	33.6
detailed placement	0.480	34.5
floorplan	0.344	-
## layer usage
layer	track usage, %	part of all wire (%)	vias up
met5	0	0	-
met4	0.687	0.77	0
met3	5.08	15	6
met2	10.8	39	101
met1	9.93	46	677
li1	-	-	797
## cell usage in the layout (no fill, tap or decap)
cell,n
clkbuf_1,2
clkbuf_8,6
clkdlybuf4s50_1,96
nor2_1,48
buf_2,37
dfxtp_2,5
buf_4,1
dfxtp_1,43
mux2i_1,48
buf_12,4
clkbuf_2,13
Power and IR drop assume default switching activity.
